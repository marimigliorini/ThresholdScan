==> /design/flow/design.v <==
module um_seg
#(
	parameter T = 25'd24999999
)
(
	input  clk,
	output clk_out
);
reg y;
reg [24:0] g = 25'd0;
assign clk_out = y;
reg q = 1'b0;
always @ (posedge clk) begin
	case (q)
		1'b0: if(g < T)
					q <= 1'b0;
				else
					q <= 1'b1;
		1'b1: if(g < T)
					q <= 1'b1;
				else
					q <= 1'b0;
	endcase
end
always @ (*) begin
	case (q)
		1'b0: y = 1'b1;
		1'b1: y = 1'b0;
	endcase
end
always @ (posedge clk) begin
	if (g < T)
		g = g + 25'd1;
	else
		g = 25'd0;
end
endmodule
==> /design/flow/run.sh <==
#!/bin/bash
# OpenROAD 26Q1-2900-gdf79404cd8, Yosys 0.63+post, stock flow scripts
make -C /OpenROAD-flow-scripts/flow DESIGN_CONFIG=/design/flow/config.mk WORK_HOME=/design/flow/orfs finish
==> /design/flow/config.mk <==
export PLATFORM = sky130hd
export DESIGN_NAME = um_seg
export DESIGN_NICKNAME = um_seg
export VERILOG_FILES = /design/flow/design.v
export SDC_FILE = /design/flow/constraint.sdc
export NUM_CORES = 4
export LEC_CHECK = 1
export CORE_AREA = 10 10 109 109
export DIE_AREA = 0 0 119 119
==> /design/flow/constraint.sdc <==
current_design um_seg

set clk_period 5.0
set clk_io_pct 0.2

create_clock -name clk0 -period $clk_period [get_ports {clk}]

set non_clock_inputs [all_inputs -no_clocks]
set_input_delay [expr $clk_period * $clk_io_pct] -clock clk0 $non_clock_inputs
set_output_delay [expr $clk_period * $clk_io_pct] -clock clk0 [all_outputs]
==> impl_metrics.ini <==
; synthesis and place-and-route metrics
[status]
status = completed

[clocking]
cts-root-buf = clkbuf_8
cts_resized = 0
htreeDepth = 1
cts_buffers = 3
numClockSinks = 26
postCtsHoldBufs = 0
clk_pin_slew_ns = 0.09
clk_latency_ns = 0.27
cts_tree = built
post_cts_buffers = 0
cts_buffer_depth = 2

[timing]
rsz0062_at_grt = no
layout_min_cycle_time_ns = 2.11
period_used_share = 0.422
setup_viol = 0
relSlewSlack = 0.581
tns_ns = 0
maxSlewViolCount = 0
fin_skew_ns = 0.00910
tightestPinTransition_ns = 0.628
fmax_ghz = 0.474
finalHoldViolations = 0
worst_slack_ns = 2.89

[synthesis]
synthXorXnorAreaFrac = 0.104
yosysSeqAreaShare = 0.412
synth_area_mm2 = 0.00126
yosys_cells = 140
ys.flops = 26
ys_sh_adder = 0.00990
synth.distinct_cells = 34
compound_area_frac = 0.110
ff_type = dfxtp_1
async_reset_ff_frac = 0
synth-warning-count = 1
ys_sh_mux = 0
ys_sh_simple = 0.328
yosysChipArea_mm2 = 0.00126
syn_inst = 140
edf_count = 0
ys_top_logic_family = simple AND/OR/NAND/NOR gates
avgSynthCellArea_um2 = 9.03

[drt]
ant_nets = 0
drt_iter0_markers = 87
firstDrtPassIters = 4
num_vias = 983
drt-total-wl_um = 2260
viasPerCell = 3.57
wire_per_inst_um = 8.23
route.detailed.drc = 0
insertedDiodeCount = 0

[floorplanning]
die_area_mm2 = 0.0142
fp-row-count = 36
die_w_um = 119
boundaryPins = 2
die_y_um = 119
core_area_mm2 = 0.00964
initCoreUtil = 0.131

[placed_design]
place_area_mm2 = 0.00142
dp_cells = 271
place_congestion = 0.830
numPortBuffers = 1
pre_cts_ws_ns = 3.09
dpl.hpwl_um = 1640

[pwr]
p_leak_nw = 0.525
p_per_area_mw_per_mm2 = 232
power.internal_w = 0.000277
pwr-share-seq = 0.605
max-vdd-ir-drop_mv = 0.0862
power_switching_w = 0.0000647
power.share.switching = 0.189
pwr-share-comb = 0
clkPwrFrac = 0.395
total_power_w = 0.000342

[global_routing]
grt_first_pass_wirelength_um = 4220
grt_max_degree = 16
grt_pass1_vias = 918
grt_overflow_total = 0
antenna_found_initial = 0
grt.total_usage = 0.0324

[finish]
syn_to_final_growth_pct = 16.4
layout-drive-gt1-share = 0.127
layout_top_cell = dfxtp_1
fill_cells = 1108
finalInstanceArea_mm2 = 0.00147
lay_top_cells = 26 x dfxtp_1, 17 x nor2_1, 11 x nand2_1
final_cells = 275

[worst_hold_path]
hp-class = reg -> reg

[critical_path]
cp_cell_sequence = inv_1, clkdlybuf4s50_1
worst-setup-path-type = reg -> out
worstPathRequired_ns = 4.00
cp-end-kind = output pin
crit_arrival_ns = 1.11
critical_path_buf_inv_count = 2
cp_slowest_cell = clkdlybuf4s50_1
cp_max_fo = 2
critPathTopFamily = buffers and inverters
start_kind = register
slowest_delay_ns = 0.46

[run]
stage_log_warnings = 25
maxCapViolCount = 0
layer usage:
layer / global-route usage / wire [um]
met1: 0.0471 / 1200
met2: 0.0519 / 1000
met3: 0.00144 / 14
met4: 0.00763 / 44
met5: 0 / 0
metrics by stage:
stage | util | hold slack [ns]
after floorplan | - | 0.426
after detailed placement | 0.147 | 0.447
after global routing | 0.153 | 0.494
after CTS | 0.153 | 0.469
final | 0.153 | 0.461
after global placement | 0.147 | 0.446
Yosys cell counts (3+ instances only):
library cell	instances	area [um2]
nor2_1	17	63.8
nand2_1	11	41.3
and3_1	4	25.0
xnor2_1	10	87.6
o21ai_0	3	15.0
dfxtp_1	26	521
a21oi_1	7	35.0
o31ai_1	5	37.5
xor2_1	5	43.8
inv_1	4	15.0
nand3_1	8	40.0
or4_1	4	30.0
nand4_1	5	31.3
registers in the layout, indices dropped and copies added, names as in the netlist:
| signal | count |
|---|---|
| g | 25 |
| q | 1 |
logic make-up after synthesis:
logic type	Yosys count
DFF	26
xor gates and xnor gates	15
buffers and inverters	8
and+or+nand+nor	69
AOI/OAI and AO/OA	21
adders and majority gates	1
final timing paths:
kind	start	endpoint	slack [ns]	cells past startpoint
max reg2reg	g[2]	g[7]	3.09	5
min reg2reg	g[0]	g[0]	0.46	1
max	q	clk_out	2.89	2
min	g[0]	g[0]	0.46	1
power groups by stage:
stage	clock (W)	combinational, W	sequential (W)
4_1_cts	0.000141	0.000000000287	0.000207
5_1_grt	0.000149	0.000000000287	0.000207
6_report	0.000135	0.000000000287	0.000207
final cells by class:
class,count,area (um2),share of cell area
Clock buffer,4,55.1,0.0374
Timing Repair Buffer,2,17.5,0.0119
Sequential cell,26,520,0.354
Tap cell,133,166,0.113
Inverter,4,15.0,0.0102
Multi-Input combinational cell,106,697,0.474
No activity file was given, so power comes from the tool's default toggle rates.
